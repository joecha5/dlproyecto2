File: ./run.sh
#!/bin/bash
# OpenROAD 26Q1-2900-gdf79404cd8, Yosys 0.63+post, stock flow scripts
make -C /OpenROAD-flow-scripts/flow DESIGN_CONFIG=/design/flow/config.mk WORK_HOME=/design/flow/orfs finish
File: ./config.mk
export PLATFORM = sky130hd
export DESIGN_NAME = ProyectoCOMPL
export DESIGN_NICKNAME = ProyectoCOMPL
export VERILOG_FILES = /design/flow/design.v
export SDC_FILE = /design/flow/constraint.sdc
export NUM_CORES = 4
export LEC_CHECK = 1
export CORE_UTILIZATION = 30
File: ./constraint.sdc
current_design ProyectoCOMPL

set clk_period 3.0
set clk_io_pct 0.2

create_clock -name clk0 -period $clk_period [get_ports {clk}]

set non_clock_inputs [all_inputs -no_clocks]
set_input_delay [expr $clk_period * $clk_io_pct] -clock clk0 $non_clock_inputs
set_output_delay [expr $clk_period * $clk_io_pct] -clock clk0 [all_outputs]
File: ./design.v
module And1(clk, rst, Q1, Q2);
	input clk, rst;
	output Q1, Q2;
	 wire [18:0] Cout;
 Cont Refresh(clk, rst, Cout);
 assign an1=(Cout==1),
			an1=(Cout==0),
			an12=(Cout==120000),
			an2=(Cout==240000),
			an21=(Cout==360000);
 FFT FFTX(clk, rst, {an1 | an12}, Q1);
 FFT FFTY(clk, rst, {an2 | an21}, Q2);
endmodule
`timescale 1ns / 1ps
module display(in,out);
input [3:0] in;
output [6:0] out;
	assign out = (in==4'd0)? 7'b1000000:
					 (in==4'd1)? 7'b1111001:
					 (in==4'd2)? 7'b0100100:
					 (in==4'd3)? 7'b0110000:
					 (in==4'd4)? 7'b0011001:
					 (in==4'd5)? 7'b0010010:
					 (in==4'd6)? 7'b0000010:
					 (in==4'd7)? 7'b1111000:
					 (in==4'd8)? 7'b0000000:
					 (in==4'd9)? 7'b0011000: 
					 (in==4'd10)? 7'b1000000:
					 (in==4'd11)? 7'b1111001:
					 (in==4'd12)? 7'b0100100:
					 (in==4'd13)? 7'b0110000:
					 (in==4'd14)? 7'b0011001:
					 (in==4'd15)? 7'b0010010:7'b1111111;
endmodule
`timescale 1ns / 1ps
module Deco1(INgray,OUTbinario);
	input [3:0] INgray;
	output reg [3:0] OUTbinario;
	always @(INgray)
		case (INgray)
			4'b0000: OUTbinario=4'b0000;
			4'b0001: OUTbinario=4'b0001;
			4'b0011: OUTbinario=4'b0010;
			4'b0010: OUTbinario=4'b0011;
			4'b0110: OUTbinario=4'b0100;
			4'b0111: OUTbinario=4'b0101;
			4'b0101: OUTbinario=4'b0110;
			4'b0100: OUTbinario=4'b0111;
			4'b1100: OUTbinario=4'b1000;
			4'b1101: OUTbinario=4'b1001;
			4'b1111: OUTbinario=4'b1010;
			4'b1110: OUTbinario=4'b1011;
			4'b1010: OUTbinario=4'b1100;
			4'b1011: OUTbinario=4'b1101;
			4'b1001: OUTbinario=4'b1110;
			4'b1000: OUTbinario=4'b1111;
		endcase
endmodule
module FFT(clk, rst, T, Q);
	input clk, rst, T; 
	output reg Q;  
  always @ (posedge clk or posedge rst) 
    if (rst)  
      Q = 1;  
    else if (T)  
      Q = ~Q;  
    else  
      Q = Q;  
endmodule
`timescale 1ns / 1ps
module MUX2a1(A, B, sel, Y);
input sel;
input [6:0] A, B;
output reg [6:0] Y;
always @(sel or A or B)
	begin
	case (sel)
		1'b0 : Y=A;
		1'b1 : Y=B;
	endcase
	end
endmodule
module ProyectoCOMPL(clk, rst, Data_in, outDisplay, OUTbinario, Q1, Q2, an3, an4);
	input clk, rst;
	input [3:0] Data_in;
	output wire Q1, Q2, an3, an4;
	output wire [6:0] outDisplay;
	output wire [3:0] OUTbinario;
	wire [3:0] INgray;
	wire [6:0] A, B;
	wire Q;
	Deco1 DecoGray_Binario(INgray,OUTbinario);
	registro Registro_Entrada(clk, rst, Q, Data_in, INgray);
	display codeDisplay0(OUTbinario,A);
	display1 codeDisplay1(OUTbinario,B);
	And1 refresh (clk, rst, Q1, Q2);
	MUX2a1 multiplexor(A, B, ~Q2, outDisplay);
	RefreshCounte500ms RefreshCounte500ms(clk, rst, Q);
	assign an3 = 1'b1;
	assign an4 = 1'b1;
endmodule
module RefreshCounte500ms(clk, rst, Q);
	input wire clk, rst;
	output reg Q;
	reg [24:0] Cout;
always@(posedge clk or posedge rst)
		if(rst)
		begin 
			Cout = 25'd0;
			Q = 1'b0;
		end
		else if(Cout == 25'd25000000)
		begin 
			Cout = 25'd0;
			Q = 1'b1;
		end
		else 
		begin 
			Cout = Cout + 25'd1;
			Q = 1'b0;
		end
endmodule
module Cont(clk, rst, Cout);
	input wire clk, rst;
	output reg[18:0] Cout;
always@(posedge clk or posedge rst)
		if(rst)
			Cout = 19'd0;
		else if(Cout == 19'd480000)
			Cout = 19'd0;
		else 
			Cout = Cout + 19'd1;
endmodule
`timescale 1ns / 1ps
module registro(clk, rst, load, Data_in, Data_out);
 input clk, rst, load;
 input [3:0] Data_in;
 output reg [3:0] Data_out;
 always @(posedge clk or posedge rst)
	if (rst)
		Data_out = 0;
	else if (load)
		Data_out = Data_in;
	else 
		Data_out = Data_out;
endmodule
`timescale 1ns / 1ps
module display1(in,out);
input [3:0] in;
output [6:0] out;
	assign out = (in==4'd0)? 7'b1000000:
					 (in==4'd1)? 7'b1000000:
					 (in==4'd2)? 7'b1000000:
					 (in==4'd3)? 7'b1000000:
					 (in==4'd4)? 7'b1000000:
					 (in==4'd5)? 7'b1000000:
					 (in==4'd6)? 7'b1000000:
					 (in==4'd7)? 7'b1000000:
					 (in==4'd8)? 7'b1000000:
					 (in==4'd9)? 7'b1000000: 
					 (in==4'd10)? 7'b1111001:
					 (in==4'd11)? 7'b1111001:
					 (in==4'd12)? 7'b1111001:
					 (in==4'd13)? 7'b1111001:
					 (in==4'd14)? 7'b1111001:
					 (in==4'd15)? 7'b1111001:7'b1111111;
endmodule
==> results_dict.tcl <==
# place-and-route summary
set metrics [dict create \
    status "complete, no violations" \
    grt_pass1_wl_um 10200 \
    slew_violations 0 \
    fillCellCount 1002 \
    async_reset_ff_frac 1.00 \
    ys.warnings.count 11 \
    crit_chain "xnor3_2 > inv_1 > a21oi_1 > o21a_1 > o211ai_1 > clkdlybuf4s50_1" \
    fmax_mhz 351 \
    setup_viol 0 \
    ys.flop_type "dfrtp_1" \
    setup_slack_ps 152 \
    ant_nets 0 \
    tritoncts "yes" \
    cts_buffer_depth 2 \
    dp_hpwl_um 4210 \
    start_kind "flip-flop" \
    yosys.area.top_type "dfrtp_1" \
    gr-total-overflow 0 \
    drive_gt1_frac 0.0863 \
    coreArea_sq_um 9770 \
    avgRoutedWirePerCell_um 12.6 \
    rsz0062_at_grt "no" \
    synth_cell_types 50 \
    worstPathRequired_ps 2400 \
    syn_to_final_growth_pct 13.3 \
    core.rowCount 36 \
    period_used_share 0.949 \
    edf_count 0 \
    antenna_cells 0 \
    crit_slowest_cell "xnor3_2" \
    place_ws_ps 253 \
    critPathMaxFanout 6 \
    top_cell_area_share 0.403 \
    min_period_ps 2850 \
    cellPowerDensity_nw_per_um2 324 \
    max-slew-margin-rel 0.478 \
    htreeDepth 2 \
    fp_util 0.311 \
    ys_top_cells_by_count "dfrtp_1, nand3_1, nand2_1" \
    clk_pin_slew_ps 90 \
    hold_viol_final 0 \
    drtIter0Drc 134 \
    slowest_delay_ps 490 \
    warnings 31 \
    die_h_um 103 \
    critical_path.top_delay_family "buffers and inverters" \
    clkSinkCount 51 \
    totalWireLength_um 5920 \
    ys_area_sq_um 3040 \
    ys_seq_frac 0.421 \
    tns_ps 0 \
    cts_made_buffers 5 \
    place.gp.congestion 0.867 \
    root_buffer "clkbuf_8" \
    drc_errors 0 \
    num_io_pins 21 \
    ys_cells 321 \
    synthCells 321 \
    cp-end-kind "output port" \
    portBuffers 18 \
    antenna_found_initial 0 \
    p_leak_uw 0.00143 \
    grt_max_degree 41 \
    synth_area_per_cell_sq_um 9.47 \
    yosysMostFrequentCell "dfrtp_1" \
    critPathArrivalTime_ps 2250 \
    vias 2409 \
    path_buffers 2 \
    syn_area_sq_um 3040 \
    vias_per_cell 5.14 \
    path_class "reg2out" \
    ys_ff 51 \
    clk_latency_ps 300 \
    drt_pass1_iterations 4 \
    grt_pass1_vias 2159 \
    die_w_um 103 \
    die_area_sq_um 10500 \
    irDropWorstVdd_v 0.000182 \
    hold_class "reg2reg" \
    grt_usage 0.122 \
    drv_cap 0 \
    area_leaders "dfrtp_1, xnor2_1, nand3_1" \
    worst_slew_pin_slew_ps 776 \
    clock_skew_ps 7.30 \
]
==> power by group <==
part / internal, uW / switching, uW / total (uW)
Combinational: 6.65 / 14.1 / 20.8
Clock: 187 / 220 / 407
Sequential: 687 / 0 / 687
==> final timing paths <==
path	startpoint	to	slack [ps]	cells past startpoint
worst max register to register	RefreshCounte500ms.Cout[0]	RefreshCounte500ms.Cout[12]	820	6
worst min register to register	RefreshCounte500ms.Cout[21]	RefreshCounte500ms.Cout[21]	490	1
min in group asynchronous	rst	refresh.Refresh.Cout[15]	540	2
max in group asynchronous	rst	Registro_Entrada.Data_out[1]	1670	3
worst min-delay path	RefreshCounte500ms.Cout[21]	RefreshCounte500ms.Cout[21]	490	1
worst max-delay path	Registro_Entrada.Data_out[3]	outDisplay[3]	150	6
==> what timing repair did <==
item                                    4_1_cts  5_1_grt
pin swaps                                     1        0
cloned                                        0        0
resized                                       2        4
setup buffers                                 2        1
endpoints found under the setup margin        2        6
hold buffers                                  0        0
==> metal layers <==
layer / global-route usage / vias to the layer above / share of wire
met1: 0.192 / 1174 / 0.51
met2: 0.190 / 35 / 0.45
met4: 0.0110 / 0 / 0.0096
li1: - / 1194 / -
met5: 0 / - / 0
met3: 0.0193 / 6 / 0.036
==> placed cells by master (no fill, tap or decap), types with 9 or more instances in the layout <==
cell | Yosys | routed
nand4_1 | 18 | 18
nand3_1 | 26 | 26
clkdlybuf4s50_1 | 0 | 18
inv_1 | 11 | 10
nor2_1 | 22 | 22
xor2_1 | 13 | 13
o21ai_0 | 17 | 17
a21oi_1 | 9 | 9
nand2_1 | 23 | 23
xnor2_1 | 20 | 20
dfrtp_1 | 49 | 46
==> kinds of logic (layout without fill, tap and decap cells) <==
family | count (synthesis) | after routing | share of synthesized area
buf+inv | 27 | 41 | 0.0399
simple gates | 145 | 145 | 0.276
xor+xnor | 34 | 34 | 0.103
mux | 7 | 7 | 0.0231
compound gates | 47 | 47 | 0.0988
other cells | 1 | 2 | 0.00123
flops | 51 | 51 | 0.421
fa+ha+maj | 9 | 9 | 0.0371
==> per-stage QoR <==
stage	area (sq um)	util	std cells	total power (uW)	hold slack [ps]
floorplan	3040	-	322	712	446
global placement	3320	0.339	458	723	470
detailed placement	3320	0.339	458	723	483
CTS	3430	0.350	468	1140	495
global route	3440	0.352	469	1170	517
finish	3440	0.352	469	1110	490
==> state kept, by name (all words and copies together), names as in the netlist <==
register and cells:
Registro_Entrada.Data_out 4, refresh.FFTX.Q 1, refresh.Refresh.Cout 19, RefreshCounte500ms.Cout 25, refresh.FFTY.Q 1, RefreshCounte500ms.Q 1
==> area by class of cell <==
class	instances	area (sq um)	share of cell area
Timing Repair Buffer	22	210	0.0611
Sequential cell	51	1280	0.373
Inverter	11	41.3	0.0120
Multi-Input combinational cell	244	1650	0.479
Clock buffer	7	86.3	0.0251
Tap cell	133	166	0.0483
Clock inverter	1	5.00	0.00145
Power and IR drop assume default switching activity.
